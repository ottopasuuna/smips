==> flow/design.v <==
module data_memory(
    input clk,
    input reset,
    input [31:0] address, write_data,
    input write_enable,
    output reg [31:0] rdata
);
    reg [31:0] ram [0:255];
    integer i;
    always @(posedge clk) begin
        if (reset == 1'b1)
            for(i=0; i<256; i++)
                ram[i] = 32'd0;
        else begin
            if (write_enable == 1'b1) begin
                ram[address] <= write_data;
            end
            rdata = ram[address];
        end
    end
endmodule
==> flow/config.mk <==
export PLATFORM = sky130hd
export DESIGN_NAME = data_memory
export DESIGN_NICKNAME = data_memory
export VERILOG_FILES = /design/flow/design.v
export SDC_FILE = /design/flow/constraint.sdc
export NUM_CORES = 4
export LEC_CHECK = 1
export CORE_UTILIZATION = 50
==> flow/run.sh <==
#!/bin/bash
# OpenROAD 26Q1-2900-gdf79404cd8, Yosys 0.63+post, stock flow scripts
make -C /OpenROAD-flow-scripts/flow DESIGN_CONFIG=/design/flow/config.mk WORK_HOME=/design/flow/orfs finish
==> flow/constraint.sdc <==
current_design data_memory

set clk_period 7.7
set clk_io_pct 0.2

create_clock -name clk0 -period $clk_period [get_ports {clk}]

set non_clock_inputs [all_inputs -no_clocks]
set_input_delay [expr $clk_period * $clk_io_pct] -clock clk0 $non_clock_inputs
set_output_delay [expr $clk_period * $clk_io_pct] -clock clk0 [all_outputs]
==> impl_metrics.tcl <==
# implementation run metrics
set metrics [dict create \
    synth-cells-yosys 45722 \
    yosys.stat.chipArea_um2 340000 \
    routabilityCongestion 1.39 \
    detailedPlacementHpwl_um 2320000 \
    post_cts_resize_count 0 \
    run_status "did not finish" \
    root_buffer "clkbuf_16" \
    fp_util 0.502 \
    top_reg_cell_synth "dfxtp_1" \
    first_global_vias 444396 \
    seq_share_synth 0.485 \
    die_x_um 827 \
    post_cts_setup_repair_buffer_count 0 \
    floorplan.rows 302 \
    synthDistinctLibCells 81 \
    grt_start_max_net_pins 183 \
    port-buffer-count 74 \
    synth_cells 45722 \
    synth_async_sr_flop_share 0 \
    grt_first_pass_wirelength_um 4740000 \
    numSynthFlops 8224 \
    synthesis.area_per_instance_um2 7.44 \
    global_route.usage.total 1.08 \
    clockBufferDepth 4 \
    clock_sink_count 8224 \
    error_message "[ERROR GRT-0116] Global routing finished with congestion. Check the congestion regions in the DRC Viewer." \
    synth_warnings 2 \
    gr_ovfl_total 53653 \
    edf_count 32 \
    stage_where_the_run_ended "global routing (5_1_grt)" \
    cts-buffers-inserted 852 \
    cts_htree_levels 6 \
    holdBufCountCts 0 \
    ios 99 \
    synthesized_area_um2 340000 \
    die.size.y_um 827 \
]
-- kinds of logic after synthesis --
group / after synthesis / synth area share
AND-OR/OR-AND: 11999 / 0.207
flip-flops: 8224 / 0.485
buffers and inverters: 4883 / 0.0592
AND/OR/NAND/NOR: 20612 / 0.249
XOR/XNOR: 1 / 0.0000258
multiplexers: 3 / 0.0000920
-- per-stage QoR --
step	cells	instance area, um^2	worst slack, ns	hold slack (ns)	util
4_1_cts	54212	393000	1.28	0.450	0.581
2_1_floorplan	45722	340000	3.56	0.432	-
3_5_place_dp	52648	365000	0.0173	0.442	0.539
3_3_place_gp	52647	365000	0.0107	0.438	0.539
-- cells in the mapped netlist (10+ instances only) --
| master | number | area share |
|---|---|---|
| a2111oi_0 | 215 | 0.0055 |
| a21oi_1 | 8313 | 0.12 |
| a221o_1 | 10 | 0.00029 |
| a221oi_1 | 59 | 0.0015 |
| a222oi_1 | 218 | 0.0064 |
| a22o_1 | 250 | 0.0064 |
| a22oi_1 | 2391 | 0.053 |
| a31oi_1 | 29 | 0.00053 |
| a32oi_1 | 22 | 0.00057 |
| a41oi_1 | 13 | 0.00033 |
| and3_1 | 902 | 0.017 |
| and4_1 | 40 | 0.0010 |
| buf_1 | 493 | 0.0054 |
| buf_2 | 1176 | 0.017 |
| buf_4 | 29 | 0.00064 |
| buf_6 | 30 | 0.00099 |
| clkbuf_1 | 3151 | 0.035 |
| dfxtp_1 | 8192 | 0.48 |
| edfxtp_1 | 32 | 0.0028 |
| nand2_1 | 16864 | 0.19 |
| nand3_1 | 1385 | 0.020 |
| nand4_1 | 522 | 0.0096 |
| nand4bb_1 | 11 | 0.00036 |
| nor2_1 | 353 | 0.0039 |
| nor2_2 | 10 | 0.00018 |
| nor3_1 | 82 | 0.0012 |
| nor4_1 | 246 | 0.0045 |
| nor4bb_1 | 14 | 0.00041 |
| o2111ai_1 | 23 | 0.00059 |
| o211ai_1 | 57 | 0.0013 |
| o21ai_0 | 37 | 0.00054 |
| o221ai_1 | 28 | 0.00072 |
| o22a_1 | 47 | 0.0012 |
| o22ai_1 | 254 | 0.0047 |
| or4_1 | 95 | 0.0021 |
-- metal layers --
| metal | overflow | track usage |
|---|---|---|
| met2 | 23876 | 1.14 |
| met5 | 1086 | 0.999 |
| met4 | 7870 | 1.04 |
| met1 | 11400 | 1.06 |
| met3 | 9421 | 1.05 |
