File: /design/flow/run.sh
#!/bin/bash
# OpenROAD 26Q1-2900-gdf79404cd8, Yosys 0.63+post, stock flow scripts
make -C /OpenROAD-flow-scripts/flow DESIGN_CONFIG=/design/flow/config.mk WORK_HOME=/design/flow/orfs finish
File: /design/flow/config.mk
export PLATFORM = sky130hd
export DESIGN_NAME = register_file
export DESIGN_NICKNAME = register_file
export VERILOG_FILES = /design/flow/design.v
export SDC_FILE = /design/flow/constraint.sdc
export NUM_CORES = 4
export LEC_CHECK = 1
export CORE_UTILIZATION = 40
File: /design/flow/constraint.sdc
current_design register_file

set clk_period 15.3
set clk_io_pct 0.2

create_clock -name clk0 -period $clk_period [get_ports {clk}]

set non_clock_inputs [all_inputs -no_clocks]
set_input_delay [expr $clk_period * $clk_io_pct] -clock clk0 $non_clock_inputs
set_output_delay [expr $clk_period * $clk_io_pct] -clock clk0 [all_outputs]
File: /design/flow/design.v
module register_file(
    input clk,
    input reset,
    input write_enable,
    input [4:0] reg_1, reg_2, write_reg,
    input [31:0] write_data,
    output reg [31:0] data_1, data_2
);
    reg [31:0] reg_file [31:0];
    integer i;  
    always @(posedge clk) begin
        if(reset == 1'b1)
            for(i=0; i<32; i++)
                reg_file[i] = 32'd0;
        else begin
            data_1 <= reg_file[reg_1];
            data_2 <= reg_file[reg_2];
            if(write_enable) begin
                reg_file[write_reg] <= write_data;
            end
        end
    end
endmodule
==> summary.txt <==
# hold bufs at CTS: 0
PD cells: 111 nW/um2
RePlAce Congestion: 1.10
Status: completed
Tmin final: 6.48 ns
Tool warnings: 30
Avg Cell Area, Syn: 7.48 um2
Setup CP Type: input port to flop
Most frequent cells in the layout: nand2_1, a21oi_1, dfxtp_1, a22oi_1, buf_4
Tcrit/Tclk final: 42.4%
Worst slew margin: 19.5%
Post-synth regs: 1088
Number of global-route vias before repair: 53.4k
Bufs on Longest Clock Path: 3
Tightest Pin Transition: 1.20 ns
Final hold violations: 0
Max-area cell share: 40.8%
Async SR Flop Fraction: 0%
Top area cells in the synthesized netlist: dfxtp_1, nand2_1, a22oi_1
Synth Flop Type: dfxtp_1
Drt pass-1 iters: 25
Total leakage power: 18.7 nW
Critical path fanouts, max: 29
RSZ-0062 raised after global routing: no
Slowest CP cell: nor2_4
Final Skew: 0.0354 ns
Die x size: 356 um
Chip area line of the yosys report: 50200 um2
Top cell excl fill/tap: nand2_1
Total CTS buffers: 119
Iter 0 DRT Violations: 9657
Seq share, synth: 44.6%
Clock-pin slew on the worst setup and hold paths: 0.06 ns
Root Driver: clkbuf_16
Total Routing Usage GR: 57.1%
Fmax: 154 MHz
H-tree Lvls: 3
Wire per inst: 42.7 um
Most used cell, CP: buf_4
FP Rows: 129
Clock Sinks: 1088
Mapped Cells: 6710
IO buf count: 113
DRC: 0
Total core area: 124000 um2
CP Cell Sequence: clkdlybuf4s50_1 -> buf_4 -> nand2_1 -> nor2_4 -> buf_4 -> a22oi_1 -> o21ai_0 -> nor4_1 -> a21oi_1
Share of cells above drive strength 1: 9.44%
Remaining global-route overflow: 0
Floorplan utilization: 40.5%
CP Launch Type: input port
YS warnings: 2
Cell type with the largest total area: dfxtp_1
IO Pins: 114
Setup violators final: 0
Slew Limit Fails: 0
Setup tns final: 0 ns
TritonCTS clock tree: built
Die Y: 356 um
CP max stage delay: 0.79 ns
Die footprint: 127000 um2
Initial antenna violation count: 31
Drt total wl: 356000 um
CTS resizes: 0
Largest net degree at the start of global routing: 132
Drt via density: 7.09
Flip-flops with a built-in enable: 64
Via count: 59.2k
Worst vdd ir: 0.119 mV
First-pass GRT wire length: 471000 um
Worst path buffer plus inverter count: 3
Detail Route Antenna Nets: 0
Worst Path Arrival: 7.09 ns
Critical Path Sink Type: flop
Clock Latency Late Sink: 0.80 ns
CP required: 15.91 ns
Layout area overhead: 14.7%
Max_cap viols: 0
Crit path max-delay family: simple AND/OR/NAND/NOR gates
Cell Area, Synth: 50200 um2
Yosys cell types: 69
Post-CTS setup buffers: 0
Yosys cell count: 6710
Hold Slack: 0.467 ns
# fillers: 12.1k
Final HPWL DP: 216000 um
Worst hold path class: flop to flop
==> worst register-to-register path: cells and delay by family, from the launching register on <==
family           cells  cell delay [ns]
multiplexers         1             0.29
AND/OR/NAND/NOR      3             0.56
AND-OR/OR-AND        2             0.74
flip-flops           1             0.40
==> power breakdown <==
group | total [mW] | internal (mW) | switching, mW
clock | 3.03 | 1.71 | 1.32
combinational | 0.438 | 0.0817 | 0.356
sequential | 2.92 | 2.89 | 0.0312
total | 6.39 | 4.68 | 1.71
==> registers in the layout, summed over array words and instances, names as in the netlist <==
name,cells
data_1,32
data_2,32
reg_file,1024
==> kinds of logic after synthesis <==
logic type	share of synthesized area, %
AND/OR/NAND/NOR	22.9
multiplexers	0.987
AND-OR/OR-AND	26.2
buffers and inverters	5.27
flip-flops	44.6
==> through the flow <==
stage / cells / utilization [%] / setup slack, ns / cell area [um2] / power, mW
2_1_floorplan: 6710 / - / 10.00 / 50200 / 3.14
3_3_place_gp: 8098 / 43.1 / 8.39 / 53500 / 3.38
3_5_place_dp: 8098 / 43.1 / 8.37 / 53500 / 3.38
4_1_cts: 8321 / 46.3 / 9.17 / 57500 / 6.34
5_1_grt: 8324 / 46.4 / 9.12 / 57500 / 6.48
6_report: 8345 / 46.4 / 8.82 / 57600 / 6.39
==> routing by layer <==
metal  global-route usage (%)  share of wire [%]
met1                     71.7                 35
met2                     71.3                 37
met3                     37.0                 19
met4                     37.2                8.9
met5                     6.37               0.35
==> path summary, 6_finish.rpt <==
check	from	end	slack, ns	cells after the start
min reg2reg	reg_file[3][6]$_SDFFE_PP0P_	reg_file[3][6]$_SDFFE_PP0P_	0.47	2
min	reg_file[3][6]$_SDFFE_PP0P_	reg_file[3][6]$_SDFFE_PP0P_	0.47	2
max reg2reg	reg_file[12][30]$_SDFFE_PP0P_	data_1[30]$_DFFE_PN_	13.07	6
max	reg_1[4]	data_1[31]$_DFFE_PN_	8.82	9
==> Yosys cell counts, types with 8 or more instances <==
cell      instances
a22oi_1         770
nand2_1        2307
buf_1            10
mux2i_1          36
o21ai_0          18
a21oi_1        1106
nor2_1          165
a32oi_1          15
nand3_1          52
nand4_1          83
o32a_1            8
mux2_2           12
nor2b_1           9
dfxtp_1        1024
nor2_2           12
buf_4            15
inv_1            12
a221oi_1         38
and4_1            9
nor3_1           86
a22o_1           37
nand2b_1         20
nor4_1           35
clkbuf_1        492
a31oi_1          17
o22a_1            8
buf_2           112
edfxtp_1         64
a222oi_1         25
==> cell type report <==
cell class	instances	area (um2)	share of cell area, %
Antenna cell	24	60.1	0.104
Clock buffer	181	3580	6.21
Clock inverter	42	437	0.758
Inverter	12	47.5	0.0826
Multi-Input combinational cell	4977	25800	44.9
Sequential cell	1088	22400	38.9
Tap cell	1637	2050	3.56
Timing Repair Buffer	384	3150	5.48
Power and IR drop assume default switching activity.
