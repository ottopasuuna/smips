`flow/run.sh`:
```
#!/bin/bash
# OpenROAD 26Q1-2900-gdf79404cd8, Yosys 0.63+post, stock flow scripts
make -C /OpenROAD-flow-scripts/flow DESIGN_CONFIG=/design/flow/config.mk WORK_HOME=/design/flow/orfs finish
```
`flow/config.mk`:
```
export PLATFORM = sky130hd
export DESIGN_NAME = alu
export DESIGN_NICKNAME = alu
export VERILOG_FILES = /design/flow/design.v
export SDC_FILE = /design/flow/constraint.sdc
export NUM_CORES = 4
export LEC_CHECK = 1
export CORE_UTILIZATION = 40
```
`flow/constraint.sdc`:
```
current_design alu

set clk_period 26.3
set clk_io_pct 0.2

create_clock -name clk0 -period $clk_period

set non_clock_inputs [all_inputs -no_clocks]
set_input_delay [expr $clk_period * $clk_io_pct] -clock clk0 $non_clock_inputs
set_output_delay [expr $clk_period * $clk_io_pct] -clock clk0 [all_outputs]
```
`flow/design.v`:
```
module alu(
    input  [3:0]  ctl,
    input  [31:0] data_1,
    input  [31:0] data_2,
    output reg [31:0] res,
    output zero
);
    always @ * begin
        case(ctl)
            4'b0010: res = data_1 + data_2;
            4'b0110: res = data_1 - data_2;
            4'b0000: res = data_1 & data_2;
            4'b0001:  res = data_1 | data_2;
            4'b1100: res = ~(data_1 | data_2);
            default: res = 32'b0;
        endcase
    end
    assign zero = res == 32'd0;
endmodule
```
==> results.json <==
{
  "status": "completed",
  "power-per-cell-area_nw_per_um2": 22.5,
  "yosysTopAreaCell": "ha_1",
  "cp_data_required_time_ns": 21.04,
  "seqCellArea_sq_um": 0,
  "min_path_type": "primary input to primary output",
  "leakagePower_uw": 0.00167,
  "worstHoldPathCells": 5,
  "netlist-cell-type-count": 64,
  "arrival_ns": 11.29,
  "routed_wl_microns": 11900,
  "grt_overflow": 0,
  "power_frac_seq_pct": 0,
  "slew_headroom_pct": 45.7,
  "synth_top_area_share_pct": 12.9,
  "drv_cap": 0,
  "die_area_sq_um": 8610,
  "cts_setup_buffers": 0,
  "num_antenna_cells": 0,
  "ir_drop_v": 0.0000148,
  "final_cell_count_no_fill": 672,
  "hold_viol": 0,
  "grt_max_degree": 42,
  "drive_above_1_share_pct": 3.33,
  "ys_seq_share_pct": 0,
  "cp_max_fo": 7,
  "post_cts_resized": 0,
  "rows": 32,
  "postSynthAreaPerCell_sq_um": 6.80,
  "coreArea_sq_um": 7850,
  "slew_viol_final": 0,
  "top_cells_by_count": "a21oi_1 (59), o21ai_0 (43), ha_1 (34), nor3_1 (32)",
  "setup.worst_path.end_class": "primary output",
  "clkPwrFrac_pct": 0,
  "xor_area_share_pct": 15.1,
  "setup.worst_path.class": "primary input to primary output",
  "flops": 0,
  "wl_per_cell_microns": 17.7,
  "ys_sh_mux_pct": 0,
  "die_h_microns": 92.8,
  "netlist_instances": 485,
  "avgViaCountPerCell": 5.92,
  "num-fill-cells": 775,
  "rsz0062_at_grt": "false",
  "ys_sh_adder_pct": 22.6,
  "post-route-min-period_ns": 16.55,
  "tns_ns": 0,
  "top_logic_kind": "AND-OR/OR-AND gates",
  "clock.fmax_ghz": 0.0604,
  "ys_area_sq_um": 3300,
  "hold_start": "data_1[16]",
  "n_clock_buffer": 0,
  "grt_pass1_vias": 3668,
  "globalplace.congestion": 0.947,
  "groute.usage.overall_pct": 27.3,
  "synthToLayoutAreaGrowth_pct": 32.8,
  "start_kind": "primary input",
  "post-route-util_pct": 55.8,
  "warnings": 35,
  "post-dp-hpwl_microns": 9490,
  "first_pass_iters": 5,
  "first_iter_violations": 151,
  "numPortBuffers": 101,
  "yosys.cell_count.top_type": "a21oi_1",
  "worst_pin_slew_ns": 0.815,
  "simple_gate_share_pct": 25.0,
  "finalCritPeriodShare_pct": 62.9,
  "hold_buffers": 0,
  "switching_power_uw": 50.9,
  "p_int_uw": 47.7,
  "timing.critical_path.from": "data_2[2]",
  "drc": 0,
  "yosys_cells": 485,
  "dp_cells": 672,
  "vias": 3981,
  "top_cells_by_area": "ha_1 (13%), maj3_1 (9.1%), a21oi_1 (9.0%), xnor2_1 (8.2%), xor2_1 (6.9%)",
  "p_sw_share_pct": 51.6,
  "holdPathEnd": "res[16]",
  "grt_pass1_wl_microns": 18700,
  "syn_area_sq_um": 3300,
  "yosys_warnings": 1,
  "ios": 101,
  "ys_sh_aoi_pct": 32.7,
  "combPwrFrac_pct": 100.0,
  "antenna_found_initial": 0,
  "fp-utilization_pct": 42.0,
  "die_width_microns": 92.8,
  "ant_nets": 0,
  "setup_viol": 0
}
## how the worst max path moves through the flow
stage	to	slack [ns]	cells after the start
4_1_cts	zero	9.75	22
6_report	zero	9.75	22
5_1_grt	zero	9.35	22
## cells by family (layout without fill, tap and decap cells)
kind of cell	after synthesis	after routing
buffers and inverters	35	120
AND-OR/OR-AND	175	175
adder cells (fa/ha/maj)	65	65
AND/OR/NAND/NOR	153	153
XOR/XNOR	57	57
## layout make-up
| class | instances | area [sq um] | share of cell area [%] |
|---|---|---|---|
| repair buffers | 105 | 1040 | 23.8 |
| multi-input cells | 450 | 3150 | 72.0 |
| inverters | 15 | 56.3 | 1.29 |
| well taps | 102 | 128 | 2.92 |
## metrics by stage
step                cell area, sq um  hold slack, ns  setup WS, ns  total power, uW
floorplan                       3300           10.66         11.67             58.9
global placement                4380           11.71          9.75             98.2
detailed placement              4380           11.69          9.79             97.3
CTS                             4380           11.70          9.75             98.0
global route                    4380           11.77          9.35              108
finish                          4380           11.70          9.75             98.6
## power by group through the flow
stage / clock (uW) / combinational, uW / sequential, uW
after global routing: 0 / 108 / 0
after CTS: 0 / 98.0 / 0
final: 0 / 98.6 / 0
## placed cells by master, fill, tap and decap left out, drive strengths merged, types with 4 or more instances in the layout
master and n:
or3 9, nand2b 5, a21o 13, xor2 26, nor2 29, ha 34
maj3 30, nor4 6, buf 4, nor2b 5, and3 8, clkdlybuf4s50 101
inv 15, xnor2 31, a31oi 7, nand2 32, nand4 5, a21oi 59
nor3 34, a221o 4, o31ai 8, o211ai 4, or4 4, nand3 6
o21ai 45
## routing by layer
layer	up-vias	track usage, %	part of all wire, %
met1	1827	40.7	50
met5	-	0	0
li1	2002	-	-
met4	0	3.08	1.3
met3	11	1.42	4.8
met2	141	44.7	44
## worst max-delay path: stages
cell	delay [ns]
clkdlybuf4s50_1	0.54
or4_4	0.57
nor3_4	0.15
nand2b_2	0.12
or3_1	0.36
nor2_1	0.34
and2_1	0.28
inv_2	0.08
o21ai_0	0.20
xor2_1	0.19
ha_1	0.34
a21o_1	0.23
a21o_1	0.18
a221o_1	0.34
a21oi_1	0.15
xor2_1	0.16
o21ai_0	0.17
or4_1	0.54
nor4_1	0.28
nand4b_1	0.18
nor3_2	0.13
clkdlybuf4s50_1	0.47
Power figures rest on the tool's default switching activity, not on a simulated workload.
